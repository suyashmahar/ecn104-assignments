==> /design/flow/design.v <==
module reductionOperators 
  (
   input [15:0] i, 
   output 	r1, r2, r3, r4, r5, r6
   );
   assign r1 = &i;  
   assign r2 = ~&i;  
   assign r3 =  |i;  
   assign r4 = ~|i;  
   assign r5 =  ^i;  
   assign r6 = ~^i;  
endmodule  
==> /design/flow/run.sh <==
#!/bin/bash
# OpenROAD 26Q1-2900-gdf79404cd8, Yosys 0.63+post, stock flow scripts
make -C /OpenROAD-flow-scripts/flow DESIGN_CONFIG=/design/flow/config.mk WORK_HOME=/design/flow/orfs finish
==> /design/flow/config.mk <==
export PLATFORM = sky130hd
export DESIGN_NAME = reductionOperators
export DESIGN_NICKNAME = reductionOperators
export VERILOG_FILES = /design/flow/design.v
export SDC_FILE = /design/flow/constraint.sdc
export NUM_CORES = 4
export LEC_CHECK = 1
export CORE_AREA = 10 10 70 70
export DIE_AREA = 0 0 80 80
==> /design/flow/constraint.sdc <==
current_design reductionOperators

set clk_period 1.7
set clk_io_pct 0.2

create_clock -name clk0 -period $clk_period

set non_clock_inputs [all_inputs -no_clocks]
set_input_delay [expr $clk_period * $clk_io_pct] -clock clk0 $non_clock_inputs
set_output_delay [expr $clk_period * $clk_io_pct] -clock clk0 [all_outputs]
==> impl_metrics.env <==
# source this file to load flow results
export IMPL_outcome="complete, but fails checks"
export IMPL_violations="negative setup slack"
export IMPL_synth_area_um2=373
export IMPL_row_count=21
export IMPL_slew_viol_final=0
export IMPL_grt_busiest_layer="met2"
export IMPL_syn_area_per_cell_um2=7.77
export IMPL_setup_tns_ps=-131
export IMPL_dieArea_um2=6400
export IMPL_regArea_um2=0
export IMPL_met3_usage=0.0136
export IMPL_dpl_hpwl_um=974
export IMPL_cellLeakagePower_nw=0.434
export IMPL_grt_usage=0.0402
export IMPL_drive_gt1_frac=0.818
export IMPL_grt_pass1_wl_um=2130
export IMPL_grt_pass1_vias=461
export IMPL_fillers=349
export IMPL_start_kind="input port"
export IMPL_slew_headroom=0.885
export IMPL_muxShareOfSynthArea=0
export IMPL_final_comb_area_um2=558
export IMPL_portBuffers=22
export IMPL_critPathRequiredTime_ps=1360
export IMPL_core_um2=3420
export IMPL_top_cells_by_count="18 x inv_1, 16 x ha_1, 7 x xnor2_1"
export IMPL_yosysMostFrequentCell="inv_1"
export IMPL_place_congestion=0.743
export IMPL_peakVddDrop_mv=0.178
export IMPL_overflow=0
export IMPL_rsz0062_at_grt="yes"
export IMPL_drt_initial_drc_count=4
export IMPL_finalWirelength_um=1260
export IMPL_topCombFamilyByArea="adder cells"
export IMPL_cp_end_kind="primary output"
export IMPL_antenna_found_initial=0
export IMPL_final_cell_area_um2=996
export IMPL_simple_gate_share=0.0940
export IMPL_firstDrtPassIters=2
export IMPL_fa_ha_area_frac=0.537
export IMPL_syn2layout_area_growth_pct=167
export IMPL_maxCapViolations=0
export IMPL_nFlopsAndLatches=0
export IMPL_yosys_area_um2=373
export IMPL_timing_fmax_mhz=560
export IMPL_place_inst=118
export IMPL_yosysUniqueCellTypes=7
export IMPL_powerDensity_nw_per_um2=409
export IMPL_ant_nets=0
export IMPL_final_cell_count_no_fill=123
export IMPL_worst_slack_ps=-85.1
export IMPL_synth_warnings=0
export IMPL_num_io_pins=22
export IMPL_chipWidth_um=80
export IMPL_antenna_cells=0
export IMPL_initial_core_util=0.109
export IMPL_synthXorXnorAreaFrac=0.188
export IMPL_placed_area_um2=666
export IMPL_yosys_top_cells_area="ha_1 54%, inv_1 18%, xnor2_1 16%, nand4_1 6.7%, xor2_1 2.3%"
export IMPL_arrival_ps=1450
export IMPL_post_route_period_util=1.05
export IMPL_largest_area_cell="ha_1"
export IMPL_hold_viol_final=0
export IMPL_finalCriticalPeriod_ps=1790
export IMPL_yosysCellCount=48
export IMPL_avgViaCountPerCell=3.23
export IMPL_ys_sh_aoi=0
export IMPL_ys_seq_share=0
export IMPL_setup_violations_final=2
export IMPL_timing_worst_slew_pin_value_ps=172
export IMPL_dieHeight_um=80
export IMPL_use_met2=0.0714
export IMPL_path_class="input port to primary output"
export IMPL_clock_buffers=0
export IMPL_cts_hold_buffers=0
export IMPL_hold_class="input port to primary output"
export IMPL_vias=397
export IMPL_cp_max_fo=2
export IMPL_yosysTopAreaCellShare=0.537
export IMPL_drc=0
export IMPL_use_met1=0.0483
export IMPL_synthCells=48
export IMPL_wire_per_inst_um=10.2
export IMPL_warnings=42
export IMPL_grt_max_degree=3
## routing by layer
layer  routed length, um  vias to the layer above
li1                    -                      200
met1                 495                      186
met2                 647                       11
met3                 113                        0
met4                   0                        0
met5                   0                        -
## cells by family after synthesis
| logic type | count (synthesis) |
|---|---|
| xor gates and xnor gates | 8 |
| and+or+nand+nor | 6 |
| buffers and inverters | 18 |
| adders and majority gates | 16 |
## per-stage QoR
stage                     utilization  total power (W)  hold slack, ps  worst slack (ps)
final                           0.292         0.000407            1150             -85.1
after global routing            0.292         0.000447            1220              -154
after CTS                       0.269         0.000365            1270             -85.1
after detailed placement        0.195         0.000235            1900              -914
after global placement          0.195         0.000240            1900              -898
after floorplan                     -        0.0000935             950               207
## area by class of cell
type | count | share of cell area
Inverter | 18 | 0.0879
Multi-Input combinational cell | 30 | 0.560
Tap cell | 46 | 0.0578
Timing Repair Buffer | 29 | 0.294
## power breakdown
group	total, W	leakage (nW)	internal (W)	switching (W)
combinational	0.000407	0.434	0.000263	0.000144
sequential	0	0	0	0
clock	0	0	0	0
total	0.000407	0.434	0.000263	0.000144
## repair_timing
item                       CTS  global route
pin swaps                   22            12
gates resized              136            16
buffers inserted             6             1
setup endpoints to repair    6             4
## path summary, 6_finish.rpt
kind	startpoint	endpoint	slack, ps	cells past startpoint
hold / removal	i[3]	r3	1150	7
setup / recovery	i[6]	r5	-90	8
## cells in the final DEF (no fill, tap or decap)
| cell type | netlist | final |
|---|---|---|
| nand4_1 | 4 | 4 |
| buf_6 | 0 | 15 |
| buf_4 | 0 | 6 |
| or2_4 | 0 | 1 |
| inv_4 | 0 | 8 |
| xor2_1 | 1 | 1 |
| buf_2 | 0 | 2 |
| dlymetal6s2s_1 | 0 | 1 |
| inv_2 | 0 | 9 |
| xnor2_2 | 0 | 3 |
| inv_1 | 18 | 1 |
| ha_4 | 0 | 12 |
| dlygate4sd2_1 | 0 | 3 |
| xnor2_4 | 0 | 4 |
| buf_8 | 0 | 2 |
| ha_1 | 16 | 4 |
| nor2_2 | 0 | 1 |
## worst max-delay path, cell delays in order
cell     delay [ps]
buf_8           100
inv_4            50
ha_4            210
xnor2_4         150
xnor2_2         200
buf_4           140
xor2_1          140
buf_2           120
No activity file was given, so power comes from the tool's default toggle rates.
